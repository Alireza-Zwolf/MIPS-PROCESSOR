<file path="./constraint.sdc">
current_design ALU

set clk_period 13.8
set clk_io_pct 0.2

create_clock -name clk0 -period $clk_period

set non_clock_inputs [all_inputs -no_clocks]
set_input_delay [expr $clk_period * $clk_io_pct] -clock clk0 $non_clock_inputs
set_output_delay [expr $clk_period * $clk_io_pct] -clock clk0 [all_outputs]
</file>
<file path="./run.sh">
#!/bin/bash
# OpenROAD 26Q1-2900-gdf79404cd8, Yosys 0.63+post, stock flow scripts
make -C /OpenROAD-flow-scripts/flow DESIGN_CONFIG=/design/flow/config.mk WORK_HOME=/design/flow/orfs finish
</file>
<file path="./config.mk">
export PLATFORM = sky130hd
export DESIGN_NAME = ALU
export DESIGN_NICKNAME = ALU
export VERILOG_FILES = /design/flow/design.v
export SDC_FILE = /design/flow/constraint.sdc
export NUM_CORES = 4
export LEC_CHECK = 1
export CORE_AREA = 10 10 98 98
export DIE_AREA = 0 0 108 108
</file>
<file path="./design.v">
module ALU(input[15:0] in0 , in1 , input[2:0] select , output reg[15:0]result , output zero);
    always @(in0 , in1 , select) begin
        case(select)
            3'b000: result = in0 + in1;
            3'b001: result = in0 - in1;
            3'b010: result = in0 & in1;
            3'b011: result = in0 | in1;
            3'b100: result = (in0 < in1) ? 1 : 0;
            3'b101: result = ~in1;                         
            default: result = 16'b0;
        endcase
    end
    assign zero = (result == 16'b0);
endmodule
module Nreg #(parameter N)(input[N - 1 : 0] in , input clk,input rst,input LRwrite, output reg[N-1 : 0] out);
    always @(posedge clk) 
    begin
        if (rst)
        begin
            out <= 0;
        end
        else
        begin
            if (LRwrite)
            begin
                out <= in;
            end
        end
    end
endmodule
module Adder #(parameter N)(input[N - 1 : 0] in1 , in2 , output[N - 1 : 0] out);
    assign out = in1 + in2;
endmodule
module mux3 #(parameter N) (input [N-1:0] in0 , in1 , in2 , input [1:0] sel , output [N-1:0] out);
    assign out = (sel == 2'b00) ? in0 :
                 (sel == 2'b01) ? in1 : in2;
endmodule
module mux2 #(parameter N)(input[N - 1 : 0] in0 , in1 , input select , output[N - 1 : 0] out);
    assign out = select ? in1 : in0;
endmodule
module mux4 #(parameter N) (input [N-1:0] input1 , input [N-1:0] input2,input [N-1:0] input3,input [N-1:0] input4,input[1:0] sel, output [N-1:0] out);    
    assign out = (sel == 2'd0) ? input1 :
                 (sel == 2'd1) ? input2 :
                 (sel == 2'd2) ? input3 : input4; 
endmodule
module sign_extendor(input[11:0] in , output[15:0] out);
    genvar i;
    generate
    for(i = 0 ; i < 16 ; i = i + 1)
        assign out[i] = (i < 11) ? in[i] : in[11];        
    endgenerate
endmodule
module shifterleft2(input [15:0] in , output [15:0] out);
    assign out = in << 2;
endmodule
</file>
==> results_slide.txt <==
Synthesis and Place & Route Summary

Timing
  – Fmax: approximately 100 MHz
  – Final min period: 9.74 ns
  – Setup TNS Final: 0 ns
  – # setup viols final: 0
  – Hold Slack: approximately 6.7 ns
  – RSZ-0062 raised after global routing: no
  – Worst-Margin Slew: 0.642 ns
  – Crit share post-route: 0.706
  – Slew Viols, Final: 0
  – Slew HR: 0.571
  – Final Hold Violation Tally: 0

Yosys
  – Main area contributors: ha_1 (24%), inv_1 (7.6%), mux2i_1 (6.3%)
  – Area leader share: 0.241
  – Cell total in the yosys stat output: 388
  – Top cells by count: inv_1 (55), ha_1 (52), nor2_1 (25), a21oi_1 (24), o21ai_0 (18)
  – Gate Count Post-Synth: ~390
  – Number of distinct library cells after synthesis: 68
  – Yosys stat chip area: ~2700 um2
  – Synth top cell by count: inv_1
  – Post-Syn Area: 2700 um2
  – Mean Syn Cell Area: a little under 7 um2
  – Yosys top cell by area: ha_1
  – Synthesis warning total: 1
  – Register share after synthesis: 0

GRT
  – Vias in the first global route: between 2000 and 3000
  – Tot GR Track Use: 0.145
  – Gr ovfl total: 0
  – First-pass GRT wire length: ~14000 um
  – Largest net degree at the start of global routing: 31
  – Initial antenna violation count: 0

Routing
  – Routed Antenna Nets: 0
  – Routed len/inst: 16.6 um
  – Inserted Diodes: 0
  – Starting DRT DRC Count: a little over 90
  – DR vias/cell: approximately 5.5
  – Via count: between 2000 and 3000
  – First-pass DRT Iterations: 4
  – Final WL: around 8700 um
  – # DRC: 0

Min path
  – Hold WC Path Type: input port to output pin
  – Hold path depth: 3
  – Hold Path End: result[12]
  – Min-delay src: in1[12]

Die
  – Die Size: between 10000 and 15000 um2
  – FP Rows: 32
  – Die Y: around 110 um
  – Core Area: 7650 um2
  – Core Util at FP: 0.353
  – Die X: about 110 um
  – Top-level port count: between 50 and 60

Critical path
  – Worst EP required: around 11 ns
  – Worst Path Arrival: 6.98 ns
  – Crit-path slowest cell: or4_1
  – Buffers & Inverters on Critical Path: 3
  – Maximum fanout along the worst path: 3
  – Crit end category: output pin
  – Type of origin of the critical path: input port
  – CP Depth: 14
  – Critical Path Max Stage Delay: about 0.53 ns
  – Delay-heaviest family, CP: simple AND/OR/NAND/NOR gates
  – Crit path launch: in0[0]
  – Worst Setup Path Type: input port to output pin
  – CP Cell Sequence: clkdlybuf4s50_1 -> inv_1 -> ha_1 -> fa_1 -> xor2_1 -> nor2_1 -> a211oi_1 -> o21ai_0 -> nor3b_1 -> or4b_1 -> or4_1 -> or4_1 -> nor4_2 -> clkdlybuf4s50_1

Layout
  – Number of clock buffers in the layout: 0
  – Num sequential: 0
  – Sequential cell area: 0 um2
  – Layout cells sized above 1: 0.0380
  – Finished Core Util: 0.424
  – Number of fill cells: 763
  – Non-Filler Instances: about 520
  – Area grow syn2layout: 20.0%

Placed design
  – Final GP Congestion: 0.920
  – Buffers on Ports: ~52
  – Post-DP HPWL: between 6000 and 7000 um
  – Placed Cells: ~520

Power
  – Total power draw: around 120 uW
  – Maximum vdd drop: approximately 0.018 mV
  – Leakage: 1.48 nW
  – Cell Pwr Density: 37.9 nW/um2

Clock tree
  – Setup bufs post-CTS: 0
  – # resized after CTS: 0
  – Cts hold-fix bufs: 0

Outcome
  – Status: finished, final reports clean

Job
  – Maxcap violations: 0
  – Tool warnings: between 60 and 70
worst min-delay path, delay by kind of cell:
kind                   cells  cell delay, ns
AOI/OAI and AO/OA          1            0.18
buffers and inverters      2            0.95
worst max path at each step:
stage	to	slack (ns)
4_1_cts	zero	4.09
6_report	zero	4.06
5_1_grt	zero	3.88
metal layers:
metal	part of all wire	vias to the layer above	track usage
met3	0.060	2	0.0114
li1	-	1480	-
met4	0.00081	0	0.0115
met2	0.47	75	0.244
met5	0	-	0
met1	0.47	1303	0.206
power by group:
part           leakage, nW  internal [mW]  switching (mW)
sequential               0              0               0
clock                    0              0               0
combinational         1.48         0.0571          0.0658
cell type report:
cell class / count / area [um2] / share of cell area
well taps: 102 / 128 / 0.0394
repair buffers: 55 / 543 / 0.168
inverters: 57 / 214 / 0.0660
multi-input cells: 309 / 2360 / 0.727
per-stage QoR:
step                area (um2)  worst slack [ns]
finish                    3240              4.06
CTS                       3240              4.09
global route              3240              3.88
global placement          3240              4.12
floorplan                 2700              5.63
detailed placement        3240              4.11
cells in the final DEF, fill, tap and decap left out, types with 3 or more instances in the layout:
cell type,instances
a31oi_1,7
nor2b_1,6
or4_1,4
o21ai_1,3
nor2_1,25
inv_1,55
ha_1,52
clkdlybuf4s50_1,52
buf_4,3
nor3_1,16
a21o_1,8
o21ai_0,18
mux2i_1,17
nand3_1,10
o31ai_1,4
a21oi_1,24
o22ai_1,8
nor3b_1,5
and2_1,3
nand2b_1,5
o211ai_1,4
a211oi_1,3
nor4_1,5
o221ai_1,4
a221oi_1,4
or3_1,5
nand2_1,15
xnor2_1,3
cell families after synthesis:
family	share of synthesized area
xor gates and xnor gates	0.0130
and+or+nand+nor	0.244
AOI/OAI and AO/OA	0.297
adders and majority gates	0.256
buffers and inverters	0.127
muxes	0.0630
No activity file was given, so power comes from the tool's default toggle rates.
