--- design/flow/design.v ---
module pc(input clk , rst , input pc_write , input pcwritecond , input zero , input[15:0] in , output reg[15:0] out);
	reg start;
	always @ (posedge clk , posedge rst) begin
		if(rst)begin
			start <= 1'b0;
			out <= 9'b0;
		end
		else if(!start)begin
			start <= 1'b1;
			out <= out;
		end
		else
			if (pc_write || (pcwritecond && zero))
			begin
				out <= in;
			end
	end
endmodule
module RegisterFile(input clk, rst, reg_write , input [2 : 0] address0 , address1 , input [2:0] write_reg ,
                    input [15 : 0]write_data , output reg[15 : 0] data0 , output reg[15 : 0] data1);
	reg [15 : 0]registers[7 : 0];
	assign data0 = registers[0];
	assign data1 = registers[address1];
    integer i;
	always @(posedge clk, posedge rst)
	begin
		if (rst)
			for (i = 0; i < 8; i = i + 1)
				registers[i] = 0;
		else
			if (reg_write)
				registers[write_reg] = write_data;
	end
endmodule
module DataMem(input clk, mem_write , mem_read,  input [15 : 0]address, input [15 : 0]write_data, output reg [15 : 0]out);
	reg [15 : 0] mem[2036 : 0];
	initial begin
		$readmemb("memory1.mem",mem,0);
    end
	assign out = mem_read ? mem[address] : 16'bz;
	always @(posedge clk) begin
		if (mem_write)
			mem[address] = write_data;
	end
endmodule
--- design/flow/memory1.mem ---
@0
1000_110_000000001
@1
1100_100000000000
@2
1000_000_000000100
@3
1000_000_000000100
@4
1000_000_000000100
@5
1000_000_000000100
@6
1000_010_000000001
@7
0000_001111101000
@8
1000_001_000000001
@9
0000001111101001
@a
1000001000001000
@b
1000010000010000
@c
0100010000010010
@d
0000_001111101001
@e
1000001000000001
@f
1110000000000000
@10
1100000000000001
@11
1000110000000001
@12
0000001111101010
@13
1000001000001000
@14
1000010000010000
@15
0100010000011011
@16
0000_001111101010
@17
1000001000000001
@18
1110000000000000
@19
1100000000000010
@1a
1000110000000001
@1b
0000001111101011
@1c
1000001000001000
@1d
1000010000010000
@1e
0100010000100100
@1f
0000_001111101011
@20
1000001000000001
@21
1110000000000000
@22
1100000000000011
@23
1000110000000001
@24
0000001111101100
@25
1000001000001000
@26
1000010000010000
@27
0100010000101101
@28
0000_001111101100
@29
1000001000000001
@2a
1110000000000000
@2b
1100000000000100
@2c
1000110000000001
@2d
0000001111101101
@2e
1000001000001000
@2f
1000010000010000
@30
0100010000110110
@31
0000_001111101101
@32
1000001000000001
@33
1110000000000000
@34
1100000000000101
@35
1000110000000001
@36
0000001111101110
@37
1000001000001000
@38
1000010000010000
@39
0100010000111111
@3a
0000_001111101110
@3b
1000001000000001
@3c
1110000000000000
@3d
1100000000000110
@3e
1000110000000001
@3f
0000001111101111
@40
1000001000001000
@41
1000010000010000
@42
0100010001001000
@43
0000_001111101111
@44
1000001000000001
@45
1110000000000000
@46
1100000000000111
@47
1000110000000001
@48
0000001111110000
@49
1000001000001000
@4a
1000010000010000
@4b
0100010001010001
@4c
0000_001111110000
@4d
1000001000000001
@4e
1110000000000000
@4f
1100000000001000
@50
1000110000000001
@51
0000001111110001
@52
1000001000001000
@53
1000010000010000
@54
0100010001011010
@55
0000_001111110001
@56
1000001000000001
@57
1110000000000000
@58
1100000000001001
@59
1000110000000001
@5a
0000001111110010
@5b
1000001000001000
@5c
1000010000010000
@5d
0100010001100011
@5e
0000_001111110010
@5f
1000001000000001
@60
1110000000000000
@61
1100000000001010
@62
1000110000000001
@63
0000001111110011
@64
1000001000001000
@65
1000010000010000
@66
0100010001101100
@67
0000_001111110011
@68
1000001000000001
@69
1110000000000000
@6a
1100000000001011
@6b
1000110000000001
@6c
0000001111110100
@6d
1000001000001000
@6e
1000010000010000
@6f
0100010001110101
@70
0000_001111110100
@71
1000001000000001
@72
1110000000000000
@73
1100000000001100
@74
1000110000000001
@75
0000001111110101
@76
1000001000001000
@77
1000010000010000
@78
0100010001111110
@79
0000_001111110101
@7a
1000001000000001
@7b
1110000000000000
@7c
1100000000001101
@7d
1000110000000001
@7e
0000001111110110
@7f
1000001000001000
@80
1000010000010000
@81
0100010010000111
@82
0000_001111110110
@83
1000001000000001
@84
1110000000000000
@85
1100000000001110
@86
1000110000000001
@87
0000001111110111
@88
1000001000001000
@89
1000010000010000
@8a
0100010010010000
@8b
0000_001111110111
@8c
1000001000000001
@8d
1110000000000000
@8e
1100000000001111
@8f
1000110000000001
@90
0000001111111000
@91
1000001000001000
@92
1000010000010000
@93
0100010010011001
@94
0000_001111111000
@95
1000001000000001
@96
1110000000000000
@97
1100000000010000
@98
1000110000000001
@99
0000001111111001
@9a
1000001000001000
@9b
1000010000010000
@9c
0100010010100010
@9d
0000_001111111001
@9e
1000001000000001
@9f
1110000000000000
@a0
1100000000010001
@a1
1000110000000001
@a2
0000001111111010
@a3
1000001000001000
@a4
1000010000010000
@a5
0100010010101011
@a6
0000_001111111010
@a7
1000001000000001
@a8
1110000000000000
@a9
1100000000010010
@aa
1000110000000001
@ab
0000001111111011
@ac
1000001000001000
@ad
1000010000010000
@ae
0100010010110100
@af
0000_001111111011
@b0
1000001000000001
@b1
1110000000000000
@b2
1100000000010011
@b3
1000110000000001
@b4
1000001000000010
@b5
0001011111010000
@b6
1000110000000010
@b7
0001011111010001
@3e8
1000000000000011
@3e9
1000000000000001
@3ea
1000000000000010
@3eb
1000000000000011
@3ec
1000000000000100
@3ed
1000000000000101
@3ee
1010010111011011
@3ef
1000000000000111
@3f0
1000000000001000
@3f1
1000000000001001
@3f2
1000000000001010
@3f3
1000000000001011
@3f4
1010010001001011
@3f5
1001100010010011
@3f6
1010000000001110
@3f7
1000000000001111
@3f8
1000000000010000
@3f9
1000000000010001
@3fa
1000000000010010
@3fb
1000000000010011
--- design/flow/run.sh ---
#!/bin/bash
# OpenROAD 26Q1-2900-gdf79404cd8, Yosys 0.63+post, stock flow scripts
make -C /OpenROAD-flow-scripts/flow DESIGN_CONFIG=/design/flow/config.mk WORK_HOME=/design/flow/orfs finish
--- design/flow/config.mk ---
export PLATFORM = sky130hd
export DESIGN_NAME = RegisterFile
export DESIGN_NICKNAME = RegisterFile
export VERILOG_FILES = /design/flow/design.v
export SDC_FILE = /design/flow/constraint.sdc
export NUM_CORES = 4
export LEC_CHECK = 1
export CORE_UTILIZATION = 30
--- design/flow/constraint.sdc ---
current_design RegisterFile

set clk_period 3.4
set clk_io_pct 0.2

create_clock -name clk0 -period $clk_period [get_ports {clk}]

set non_clock_inputs [all_inputs -no_clocks]
set_input_delay [expr $clk_period * $clk_io_pct] -clock clk0 $non_clock_inputs
set_output_delay [expr $clk_period * $clk_io_pct] -clock clk0 [all_outputs]
==> run summary <==
fresh numbers from the pnr run: outcome=finished, final reports clean, 1st-pass router iterations=4, gr ovfl total=0, synth cell count leaders=dfrtp_1, mux2_2, mux2i_1, routed wire length=about 14 mm, Max Root-Sink Buffers=2, max_cap viols=0, Required @ worst endpoint=2.72 ns, drt drc=0, Peak Freq=0.305 GHz, Synth async-reset ratio=100%, TritonCTS clock tree=built, gr usage total=between 10% and 20%, Max-Slew Margin vs Limit=about 55%, Pre-Place Util=30.6%, Wirelength per Cell=about 18 µm, Cell Type Count=32, Crit Path Category=input pin to primary output, FA/HA/MAJ Cells, Area Fraction=0%, final setup fails=0, area leader, netlist=dfrtp_1, routed vias=approximately 3800, Final Instance Area=approximately 7600 µm², most frequent cell after synthesis=dfrtp_1, pre-CTS setup slack=-0.0230 ns, clock latency at the later pin of the worst-skew pair=just over 0.4 ns, yosys cell count=roughly 430, Post-Synth Simple-Gate Area=6.01%, Ys Warns=5, vias in the first global route=about 4000, # IOs=around 60, port bufs=~56, Post-CTS Hold Buffers=0, Primary FF master, synth=dfrtp_1, number of cell rows=51, DRT iter0 DRCs=roughly 230, Final Skew=0 ns, max reg flops=between 100 and 150, Pwr Density=just over 600 nW/µm², global placement routability congestion=a little under 0.8, minimum clock period=roughly 3.3 ns, period utilization=between 90% and 100%, mux frac, synth=between 20% and 30%, Pleak=between 3 and 4 nW, Post-DP HPWL=about 9.0 mm, Final WS setup=around 0.13 ns, TritonCTS Buffers=17, largest net degree at the start of global routing=between 100 and 150, first-pass GRT wire length=22.3 mm, Avg Cell Area, Syn=13.8 µm², Crit. End Element=primary output, CTS H-tree lvls=4, worst vdd ir=~0.00034 V, Clock Sinks=128, Max Slew Vio Count=0, AND-OR/OR-AND Cells, Area Fraction=under 10%, Fill cells=approximately 1800, Registers, synthesis=128, RSZ-0062 raised after global routing=false, Syn Inst Count=approximately 430, layout cell share with drive strength beyond 1=about two fifths, Final Hold Violation Tally=0, Top-area cell share=approximately 54%, xor/xnor share=0%, Die W=143 µm, yosys stat area=just under 6000 µm², final antenna-violating net count=0, largest family of logic cells by area=multiplexers, chip area=about 20000 µm², placed inst area=~7000 µm², clk slew on worst S/H paths=~0.05 ns, Min-Delay Path Class=flop to flop, Synth area leaders=dfrtp_1, mux2_2, mux2i_1, CP arrival=around 2.6 ns, register share after synthesis=approximately 54%, tool warning count=30, Overall Power=roughly 4.7 mW, core area=around 20000 µm², mapped cell area=a little under 6000 µm², Die Ht=~140 µm, Worst Tran Pin Value=0.679 ns, vias per cell=slightly below 5, layout overhead on the synthesized area=27.3%, Post-synth EDFFs=0, Post-CTS Setup Inserts=0, antenna violations before repair=0, root buf cell=clkbuf_16, setup tns final=0 ns, Hold Slack=a little under 0.5 ns, ANT cells=0, Worst setup SP type=input pin, Crit Path Max Fanout=10
[routing by layer]
metal / up-vias / GRT usage, % / wire, µm
met5: - / 0 / 0
met4: 0 / 1.75 / 189
met3: 14 / 3.69 / 552
met2: 64 / 23.6 / 6640
met1: 1991 / 21.6 / 6510
li1: 1770 / - / -
[through the flow]
step,utilization (%),cells
5_1_grt,38.9,787
2_1_floorplan,-,431
3_5_place_dp,35.8,755
6_report,38.9,787
4_1_cts,38.9,787
3_3_place_gp,35.8,755
[worst max-delay path, stage by stage]
cell             delay, ns
clkdlybuf4s50_1       0.50
or2_2                 0.39
buf_12                0.17
o32ai_1               0.17
o32a_1                0.22
clkdlybuf4s50_1       0.45
[where the power goes]
part	leakage [nW]	internal [mW]	total, mW	switching [mW]
sequential	1.54	1.86	2.04	0.179
combinational	1.39	0.562	0.858	0.296
clock	0.285	1.15	1.78	0.628
total	3.21	3.58	4.68	1.10
[cell families after synthesis]
family | after synthesis
simple gates | 50
buf+inv | 44
mux | 150
compound gates | 59
flops | 128
[worst paths after layout]
kind,from,end,slack (ns),cells past startpoint
worst max-delay path,address1[2],data1[1],0.13,6
worst min-delay path,registers[4][7],registers[4][7],0.49,1
worst max register to register,registers[0][15],registers[0][15],2.60,1
worst min register to register,registers[4][7],registers[4][7],0.49,1
max in group asynchronous,rst,registers[5][14],2.09,3
min in group asynchronous,rst,registers[6][6],0.81,3
[cell usage in the layout (no fill, tap or decap), types with 13 or more instances in the layout]
master,count
dfrtp_1,128
nand2_1,17
nor2b_1,13
buf_4,28
o32a_1,13
o32ai_1,13
clkbuf_16,17
clkdlybuf4s50_1,54
inv_1,13
o22ai_1,15
mux2_2,127
mux2i_1,21
[final cells by class]
class | count | area [µm²] | area share (%)
clock buffer | 23 | 488 | 6.44
clock inverter | 9 | 106 | 1.40
inverter | 14 | 56.3 | 0.743
multi-input combinational | 259 | 2530 | 33.3
sequential | 128 | 3200 | 42.3
tap | 265 | 332 | 4.38
timing repair buffer | 89 | 863 | 11.4
[repair_timing]
item,CTS,global route
resized,1,3
hold endpoints to repair,0,0
setup endpoints to repair,3,9
Power and IR drop assume default switching activity.
